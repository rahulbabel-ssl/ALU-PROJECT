==> ./design.v <==
module alu_design #(parameter N = 8)
(
  input clk, rst,
  input [1:0] inp_valid,
  input mode,
  input [3:0] cmd,
  input ce, cin,
  input [N-1:0] opa, opb,
  output reg err, oflow, cout, g, l, e,
  output reg [(2*N-1):0] res
);
  reg signed [N-1:0] signed_a, signed_b;
  reg signed [N:0] signed_res;
  localparam rotate_N = $clog2(N);
  reg [rotate_N-1:0] rotate_amt;
  reg invalid_rotate;
  reg [(2*N-1):0] res_t;
  reg err_t, oflow_t, cout_t, g_t, l_t, e_t;
  reg [N-1:0] opa_reg, opb_reg;
  reg mode_reg, ce_reg, cin_reg;
  reg [1:0] inp_valid_reg;
  reg [3:0] cmd_reg;
  reg [(2*N-1):0] temp1, temp2;
  parameter add       = 4'b0000;
  parameter sub       = 4'b0001;
  parameter add_cin   = 4'b0010;
  parameter sub_cin   = 4'b0011;
  parameter inc_a     = 4'b0100;
  parameter dec_a     = 4'b0101;
  parameter inc_b     = 4'b0110;
  parameter dec_b     = 4'b0111;
  parameter cmp       = 4'b1000;
  parameter mult      = 4'b1001;
  parameter mult1     = 4'b1010;
  parameter signed_add = 4'b1011;
  parameter signed_sub = 4'b1100;
  parameter and1      = 4'b0000;
  parameter nand1     = 4'b0001;
  parameter or1       = 4'b0010;
  parameter nor1      = 4'b0011;
  parameter xor1      = 4'b0100;
  parameter xnor1     = 4'b0101;
  parameter not_a     = 4'b0110;
  parameter not_b     = 4'b0111;
  parameter shr1_a    = 4'b1000;
  parameter shr1_b    = 4'b1010;
  parameter shl1_a    = 4'b1001;
  parameter shl1_b    = 4'b1011;
  parameter rol_a_b   = 4'b1100;
  parameter ror_a_b   = 4'b1101;
  always @(posedge clk) begin
    if (rst) begin
      opa_reg       <= 0;
      opb_reg       <= 0;
      cmd_reg       <= 0;
      mode_reg      <= 0;
      ce_reg        <= 0;
      cin_reg       <= 0;
      inp_valid_reg <= 0;
    end
    else begin
      opa_reg <= opa;
      opb_reg <= opb;
      cmd_reg <= cmd;
      mode_reg <= mode;
      ce_reg <= ce;
      cin_reg <= cin;
      inp_valid_reg <= inp_valid;
    end
  end
  always @(*) begin
    res_t = 0;
    err_t = 0;
    oflow_t = 0;
    cout_t = 0;
    g_t = 0;
    l_t = 0;
    e_t = 0;
    if (ce_reg) begin
    res_t = 0;
    err_t = 0;
    oflow_t = 0;
    cout_t = 0;
    g_t = 0;
    l_t = 0;
    e_t = 0;
      if (mode_reg) begin
        case (cmd_reg)
          add: if (inp_valid_reg == 2'b11) begin
            res_t = opa_reg + opb_reg;
            cout_t = res_t[N];
          end
          sub: if (inp_valid_reg == 2'b11) begin
            res_t = opa_reg - opb_reg;
            oflow_t = (opa_reg < opb_reg);
          end
          add_cin: if (inp_valid_reg == 2'b11) begin
            res_t = opa_reg + opb_reg + cin_reg;
            cout_t = res_t[N];
          end
          sub_cin: if (inp_valid_reg == 2'b11) begin
            res_t = opa_reg - opb_reg -  cin_reg;
            oflow_t = res_t[N];
          end
          inc_a: if (inp_valid_reg == 2'b11 || inp_valid == 2'b01) begin
             cout_t = (opa_reg == 255)?1:0;
             res_t = opa_reg + 1;
          end
          dec_a: if (inp_valid_reg == 2'b11 || inp_valid == 2'b01) begin
            oflow_t = (opa_reg == 0)?1:0;
            res_t = opa_reg - 1;
          end
          inc_b: if (inp_valid_reg == 2'b11 || inp_valid == 2'b10) begin
            cout_t = (opb_reg == 255)?1:0;
            res_t = opb_reg + 1;
          end
          dec_b: if (inp_valid_reg == 2'b11 || inp_valid == 2'b10) begin
            oflow_t = (opb_reg == 0)?1:0;
            res_t = opb_reg - 1;
          end
          cmp: if (inp_valid_reg == 2'b11) begin
            g_t = (opa_reg > opb_reg);
            l_t = (opa_reg < opb_reg);
            e_t = (opa_reg == opb_reg);
          end
          mult: if (inp_valid_reg == 2'b11) begin
            res_t = (opa_reg + 1) * (opb_reg + 1);
          end
          mult1: if (inp_valid_reg == 2'b11) begin
            res_t = (opa_reg << 1) * opb_reg;
          end
          signed_add: if (inp_valid_reg == 2'b11) begin
            signed_a = $signed(opa_reg);
            signed_b = $signed(opb_reg);
            signed_res = signed_a + signed_b;
            res_t = signed_res;
            oflow_t = (signed_a[N-1] == signed_b[N-1]) && (signed_res[N-1] != signed_a[N-1]);
            g_t = (signed_a > signed_b);
            l_t = (signed_a < signed_b);
            e_t = (signed_a == signed_b);
          end
          signed_sub: if (inp_valid_reg == 2'b11) begin
            signed_a = $signed(opa_reg);
            signed_b = $signed(opb_reg);
            signed_res = signed_a - signed_b;
            res_t = signed_res;
            oflow_t = (signed_a[N-1]== signed_b[N-1]) && (signed_res[N-1] != signed_a[N-1]);
            g_t = (signed_a > signed_b);
            l_t = (signed_a < signed_b);
            e_t = (signed_a == signed_b);
          end
        endcase
      end else begin
        case (cmd_reg)
          and1: if (inp_valid_reg == 2'b11)
                res_t = {{N{1'b0}},opa_reg & opb_reg};
          nand1: if (inp_valid_reg == 2'b11)
                 res_t = {{N{1'b0}},~(opa_reg & opb_reg)};
          or1: if (inp_valid_reg == 2'b11)
               res_t ={{N{1'b0}}, opa_reg | opb_reg};
          nor1: if (inp_valid_reg == 2'b11)
                res_t ={{N{1'b0}},~(opa_reg | opb_reg)};
          xor1: if (inp_valid_reg == 2'b11)
                res_t ={{N{1'b0}}, opa_reg ^ opb_reg};
          xnor1: if (inp_valid_reg == 2'b11)
                 res_t ={{N{1'b0}}, ~(opa_reg ^ opb_reg)};
          not_a: if (inp_valid_reg == 2'b11 || inp_valid == 2'b01)
                 res_t ={{N{1'b0}}, ~opa_reg};
          not_b: if (inp_valid_reg == 2'b11 || inp_valid == 2'b10)
                 res_t ={{N{1'b0}}, ~opb_reg};
          shr1_a: if (inp_valid_reg == 2'b11 || inp_valid == 2'b01)
                  res_t = {{N{1'b0}},opa_reg >> 1};
          shr1_b: if (inp_valid_reg == 2'b11 || inp_valid == 2'b10)
                  res_t = {{N{1'b0}},opb_reg >> 1};
          shl1_a: if (inp_valid_reg == 2'b11 || inp_valid == 2'b01)
                  res_t = {{N{1'b0}},opa_reg << 1};
          shl1_b: if (inp_valid_reg == 2'b11 || inp_valid == 2'b10)
                  res_t = {{N{1'b0}},opb_reg << 1};
          rol_a_b: if (inp_valid_reg == 2'b11) begin
                   rotate_amt = opb_reg[rotate_N-1:0];
                   if (|opb_reg[N-1:rotate_N])begin
                     err_t = 1'b1;
                    res_t = ((opa_reg << rotate_amt) | (opa_reg >> (N - rotate_amt))) & {(N){1'b1}};
                    end
                   else if (rotate_amt == 0)
                     res_t = opa_reg;
                   else
                     res_t = ((opa_reg << rotate_amt) | (opa_reg >> (N - rotate_amt))) & {(N){1'b1}};
                   end
         ror_a_b: if (inp_valid_reg == 2'b11) begin
                  rotate_amt = opb_reg[rotate_N-1:0];
                  if (|opb_reg[N-1:rotate_N])begin
                    err_t = 1'b1;
                    res_t = ((opa_reg >> rotate_amt) | (opa_reg << (N - rotate_amt))) & {(N){1'b1}};
        end
                  else if (rotate_amt == 0)
                    res_t = opa_reg;
                  else
                    res_t = ((opa_reg >> rotate_amt) | (opa_reg << (N - rotate_amt))) & {(N){1'b1}};
                  end
        endcase
      end
    end
  end
  always @(posedge clk) begin
    if (rst) begin
      res <= 0;
      err <= 0;
      oflow <= 0;
      cout <= 0;
      g <= 0;
      l <= 0;
      e <= 0;
      temp1 <= 0;
      temp2 <= 0;
      res_t<=0;
    end else begin
     if ((cmd_reg == mult || cmd_reg == mult1) && mode_reg && ce_reg) begin
        temp2 <= res_t ;
        res <= temp2;
      end else begin
        res <= res_t;
      end
      err <= err_t;
      oflow <= oflow_t;
      cout <= cout_t;
      g <= g_t;
      l <= l_t;
      e <= e_t;
    end
  end
endmodule
==> ./run.sh <==
#!/bin/bash
# OpenROAD 26Q1-2900-gdf79404cd8, Yosys 0.63+post, stock flow scripts
make -C /OpenROAD-flow-scripts/flow DESIGN_CONFIG=/design/flow/config.mk WORK_HOME=/design/flow/orfs finish
==> ./config.mk <==
export PLATFORM = sky130hd
export DESIGN_NAME = alu_design
export DESIGN_NICKNAME = alu_design
export VERILOG_FILES = /design/flow/design.v
export SDC_FILE = /design/flow/constraint.sdc
export NUM_CORES = 4
export LEC_CHECK = 1
export CORE_UTILIZATION = 30
==> ./constraint.sdc <==
current_design alu_design

set clk_period 4.1
set clk_io_pct 0.2

create_clock -name clk0 -period $clk_period [get_ports {clk}]

set non_clock_inputs [all_inputs -no_clocks]
set_input_delay [expr $clk_period * $clk_io_pct] -clock clk0 $non_clock_inputs
set_output_delay [expr $clk_period * $clk_io_pct] -clock clk0 [all_outputs]
==> ci_impl_report.md <==
## Synthesis and layout report

| Metric | Value |
|---|---|
| Cts bufs inserted | `5` |
| Setup repair after global routing missed its margin | `no` |
| Count of routing violations after the opening detailed-route iteration | `approximately 70` |
| Yosys-reported design area after synthesis | `roughly 2100 µm²` |
| # H-tree levels | `2` |
| Initial cell density of the core | `between 30% and 40%` |
| Total grt overflow | `0` |
| Full die area | `around 7200 µm²` |
| Leak | `about 1.1 nW` |
| Number of hold violations in the final report | `0` |
| WL/cell | `~12 µm` |
| I/O pin count | `between 40 and 50` |
| Part of the Yosys area used for sequential elements | `between 20% and 30%` |
| Path type of the worst setup path | `reg2reg` |
| Clock root buffer master | `sky130_fd_sc_hd__clkbuf_8` |
| Remaining DRCs | `0` |
| Mean post-synth cell area | `8.423 µm²` |
| Overall track demand over capacity in global routing | `about an eighth` |
| Via density per instance | `between 4 and 5` |
| Post-Route Setup TNS | `0 ns` |
| HPWL after detailed placement | `about 3500 µm` |
| Netlist area before placement | `2072 µm²` |
| Required time of the critical path | `roughly 4.3 ns` |
| VDD IR max | `around 0.15 mV` |
| Pin count of the biggest net entering global routing | `27` |
| Type of the worst min-delay path | `reg2reg` |
| Vias in the first global route | `approximately 1600` |
| Fillcell total | `roughly 640` |
| Commonest register cell after synthesis | `sky130_fd_sc_hd__dfxtp_1` |
| N_diodes | `0` |
| Area overhead of the layout relative to synthesis | `20.89%` |
| Clock latency at the later pin of the worst-skew pair | `between 0.2 and 0.3 ns` |
| Reg2reg path depth | `10` |
| Clk buf depth | `2` |
| Post-Route Hold Slack | `0.4955 ns` |
| CORE AREA | `roughly 6500 µm²` |
| Fraction of registers with async set or reset after synthesis | `0%` |
| Final routed wirelength across all metal layers | `between 4000 and 5000 µm` |
| EDFF count, synth | `0` |
| DRT antenna net count | `0` |
| Warning total across the stage logs | `39` |
| Fraction of layout instances using a drive strength above 1 | `3.915%` |
| Quantity of I/O buffers inserted on ports | `32` |
| TritonCTS clock tree | `built` |
| Category of the worst setup path launch point | `flop` |
| Number of cells in the yosys synthesis report | `246` |
| Number of rows in the core area | `29` |
| Final critical delay including setup and external delays | `slightly above 3 ns` |
| Synth cell types | `between 40 and 50` |
| Power density over the cells | `between 200 and 300 nW/µm²` |
| Reported max-cap violation count | `0` |
| Arrival @ worst endpoint | `3.27 ns` |
| Fmax | `approximately 0.32 GHz` |
| Final tally of setup violations | `0` |
| Global placer's final weighted congestion | `around 0.94` |
| Registers, synthesis | `31` |
| Clk pin slew, worst setup/hold paths | `0.06 ns` |
| Largest fanout on the critical path | `4` |
| Via count | `about 1600` |
| Worst Skew | `about 0.0057 ns` |
| First-pass GRT wire length | `approximately 7300 µm` |
| Number of antenna violations at the first check in global routing | `0` |
| Cell resize tally after clock tree synthesis | `0` |
| Width of the chip | `approximately 85 µm` |
| Slew Limit Fails | `0` |
| Post-CTS Hold Buffers | `0` |
| Yosys warnings | `33` |
| Run status | `finished clean` |
| Comb area | `around 1200 µm²` |
| Register-to-register path setup slack | `1.01 ns` |
| Storage cell area | `about 620 µm²` |
| WHS Path Cells | `2` |
| Cycle use final | `between 70% and 80%` |
| Mapped Cells | `approximately 250` |
| Die Span Y | `roughly 85 µm` |
| Drt first pass iters | `4` |
| Element type at the critical path end | `flop` |
| CTS sink cnt | `31` |
| Buffer count from post-CTS setup fixing | `0` |
## layer usage
| layer | up-vias | part of all wire, % | track usage [%] |
|---|---|---|---|
| met3 | 10 | 5.2 | 2.369 |
| li1 | 857 | - | - |
| met5 | - | 0 | 0 |
| met2 | 47 | 45 | 20.38 |
| met4 | 0 | 3.1 | 3.852 |
| met1 | 710 | 47 | 18.41 |
## through the flow
step | util, % | std cells | setup WS, ns | power [mW] | instance area (µm²)
6_report | 38.57 | 358 | 1.008 | 0.7004 | 2505
2_1_floorplan | - | 261 | 1.207 | 0.4325 | 2128
5_1_grt | 38.57 | 358 | 0.8401 | 0.7479 | 2505
3_5_place_dp | 37.22 | 351 | 1.041 | 0.4743 | 2417
3_3_place_gp | 37.22 | 351 | 1.081 | 0.4766 | 2417
4_1_cts | 38.57 | 358 | 1.019 | 0.7110 | 2505
## final cells by class
cell class | instances | share of cell area, %
Clock buffer | 6 | 3.297
Clock inverter | 1 | 0.1998
Inverter | 35 | 5.245
Multi-Input combinational cell | 175 | 49.55
Sequential cell | 31 | 24.78
Tap cell | 77 | 3.846
Timing Repair Buffer | 33 | 13.09
## path summary, 6_finish.rpt
path         startpoint    to
max          opb_reg[0]  cout
min            mode_reg   err
max reg2reg  opb_reg[0]  cout
min reg2reg    mode_reg   err
## cells in the mapped netlist (2+ instances only)
cell type / count / area share (%)
sky130_fd_sc_hd__a21oi_1: 9 / 2.2
sky130_fd_sc_hd__a31oi_1: 2 / 0.60
sky130_fd_sc_hd__and3_1: 2 / 0.60
sky130_fd_sc_hd__buf_4: 16 / 5.8
sky130_fd_sc_hd__clkbuf_1: 4 / 0.72
sky130_fd_sc_hd__dfxtp_1: 31 / 30
sky130_fd_sc_hd__ha_1: 29 / 18
sky130_fd_sc_hd__inv_1: 35 / 6.3
sky130_fd_sc_hd__nand2_1: 12 / 2.2
sky130_fd_sc_hd__nand2b_1: 3 / 0.91
sky130_fd_sc_hd__nand3_1: 5 / 1.2
sky130_fd_sc_hd__nand4_1: 5 / 1.5
sky130_fd_sc_hd__nor2_1: 11 / 2.0
sky130_fd_sc_hd__nor2b_1: 27 / 8.2
sky130_fd_sc_hd__nor3_1: 3 / 0.72
sky130_fd_sc_hd__nor4_1: 8 / 2.4
sky130_fd_sc_hd__o21a_1: 2 / 0.72
sky130_fd_sc_hd__o21ai_0: 8 / 1.9
sky130_fd_sc_hd__o221ai_1: 2 / 0.85
sky130_fd_sc_hd__or4_1: 2 / 0.72
sky130_fd_sc_hd__xnor2_1: 7 / 3.0
sky130_fd_sc_hd__xor2_1: 2 / 0.85
## critical path, stage by stage (launching register included)
cell and delay, ns:
sky130_fd_sc_hd__dfxtp_1 0.38, sky130_fd_sc_hd__ha_1 0.18, sky130_fd_sc_hd__inv_1 0.05, sky130_fd_sc_hd__fa_1 0.40, sky130_fd_sc_hd__o21bai_1 0.21, sky130_fd_sc_hd__a21oi_1 0.11
sky130_fd_sc_hd__xnor2_1 0.12, sky130_fd_sc_hd__or4_1 0.53, sky130_fd_sc_hd__o311a_1 0.30, sky130_fd_sc_hd__or4_1 0.42, sky130_fd_sc_hd__a2111oi_2 0.29
## power breakdown
part	total [mW]	leakage (nW)	internal (mW)	switching (mW)
sequential	0.332	0.257	0.315	0.0174
combinational	0.135	0.749	0.0693	0.0660
clock	0.233	0.0470	0.131	0.102
total	0.700	1.05	0.515	0.185
## cell families (layout without fill, tap and decap cells)
group	after synthesis	count (layout)	synth area share, %
and+or+nand+nor	86	86	23.49
buffers and inverters	55	75	12.86
AOI/OAI and AO/OA	33	33	10.75
DFF	31	31	29.95
adders and majority gates	30	30	18.48
xor gates and xnor gates	9	9	3.805
other	1	16	0.1810
muxes	1	1	0.4831
## layout by cell type, fill, tap and decap left out, drive strengths merged, types with 3 or more instances in the layout
cell / n
o21ai: 8
xnor2: 7
nand3: 5
nor3: 4
clkbuf: 6
nor2b: 27
nor4: 8
clkdlybuf4s50: 32
nand2b: 3
ha: 29
nand4: 5
dfxtp: 31
nor2: 11
inv: 35
a21oi: 9
conb: 16
nand2: 12
Power figures rest on the tool's default switching activity, not on a simulated workload.
